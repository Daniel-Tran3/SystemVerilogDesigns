`flow/run.sh`:
```
#!/bin/bash
# OpenROAD 26Q1-2900-gdf79404cd8, Yosys 0.63+post, stock flow scripts
make -C /OpenROAD-flow-scripts/flow DESIGN_CONFIG=/design/flow/config.mk WORK_HOME=/design/flow/orfs finish
```
`flow/config.mk`:
```
export PLATFORM = sky130hd
export DESIGN_NAME = counter
export DESIGN_NICKNAME = counter
export VERILOG_FILES = /design/flow/design.v
export SDC_FILE = /design/flow/constraint.sdc
export NUM_CORES = 4
export LEC_CHECK = 1
export CORE_UTILIZATION = 30
export SYNTH_HDL_FRONTEND = slang
```
`flow/constraint.sdc`:
```
current_design counter

set clk_period 10.1
set clk_io_pct 0.2

create_clock -name clk0 -period $clk_period [get_ports {clk}]

set non_clock_inputs [all_inputs -no_clocks]
set_input_delay [expr $clk_period * $clk_io_pct] -clock clk0 $non_clock_inputs
set_output_delay [expr $clk_period * $clk_io_pct] -clock clk0 [all_outputs]
```
`flow/design.v`:
```
module counter#(
  parameter int NUM_COUNTERS=8,
  parameter int COUNTER_WIDTH=32,
  parameter int READ_DELAY=3)
(
  input logic clk,
  input logic reset,
  input logic [$clog2(NUM_COUNTERS) - 1 : 0] cntr_addr_in,
  input logic cntr_vld_in,
  output logic [COUNTER_WIDTH - 1 : 0] cntr_val_out,
  output logic cntr_val_vld,
  output logic init_done
);
  localparam int ADDR_WIDTH = $clog2(NUM_COUNTERS);
  logic wr_en, rd_en;
  logic [ADDR_WIDTH - 1 : 0] wr_addr, rd_addr;
  logic [COUNTER_WIDTH - 1 : 0] wr_data_in, rd_data_out;
  logic [READ_DELAY : 1][ADDR_WIDTH - 1 : 0] addr_bypass;
  logic [READ_DELAY : 1][COUNTER_WIDTH - 1 : 0] data_bypass;
  logic [READ_DELAY : 1] bypass_vld;
  logic [READ_DELAY : 1][ADDR_WIDTH - 1 : 0] rd_addr_r;
  logic [READ_DELAY : 1] cntr_vld_r;
  logic bypass_hit;
  logic [COUNTER_WIDTH - 1 : 0] bypass_val;
  logic init;
  logic [ADDR_WIDTH - 1 : 0] init_idx;
  memory #(.MEM_DEPTH(NUM_COUNTERS), .DATA_WIDTH(COUNTER_WIDTH), .DELAY_CYCLES(READ_DELAY)) memory(
    .clk(clk),
    .reset(reset),
    .wr_en(wr_en),
    .wr_addr(wr_addr),
    .wr_data(wr_data_in),
    .rd_en(rd_en),
    .rd_addr(rd_addr),
    .rd_data(rd_data_out)
  );
  always_ff@(posedge clk) begin
    if (reset) begin
      init     <= 1;
      init_idx <= 0;
    end else if (init) begin
      if (init_idx == NUM_COUNTERS - 1) begin
        init <= 0;
      end
      init_idx <= init_idx + 1;
    end
  end
  always_ff@(posedge clk) begin
    assert (reset || cntr_addr_in < NUM_COUNTERS) else $error("Counter address out of bounds.");
    if (reset) begin
      cntr_vld_r <= 0;
    end else if (!init) begin
      for (int i = 2; i <= READ_DELAY; i++) begin
        bypass_vld[i] <= bypass_vld[i-1];
        if (bypass_vld[i-1]) begin
          addr_bypass[i] <= addr_bypass[i-1];
          data_bypass[i] <= data_bypass[i-1];
        end
        cntr_vld_r[i] <= cntr_vld_r[i-1];
        if (cntr_vld_r[i-1]) begin
          rd_addr_r[i] <= rd_addr_r[i-1];
        end
      end
      bypass_vld[1] <= cntr_vld_r[READ_DELAY];
      rd_en         <= cntr_vld_in;
      cntr_vld_r[1] <= rd_en;
      if (cntr_vld_r[READ_DELAY]) begin
        addr_bypass[1] <= rd_addr_r[READ_DELAY];
        data_bypass[1] <= wr_data_in;
      end
      if (cntr_vld_in) begin
        rd_addr      <= cntr_addr_in;
      end
      if (rd_en) begin
        rd_addr_r[1] <= rd_addr;
      end
    end
  end
  assign wr_en        = cntr_vld_r[READ_DELAY] || (init && !reset);
  assign wr_data_in   = init ? 0 : bypass_hit ? bypass_val + 1 : rd_data_out + 1;
  assign cntr_val_out = wr_en ? wr_data_in : 0;
  assign cntr_val_vld = wr_en && !init;
  assign wr_addr      = init ? init_idx : rd_addr_r[READ_DELAY];
  assign init_done    = !init;
  always_comb begin
    bypass_hit = 0;
    bypass_val = 0;
    for (int i = READ_DELAY; i >= 1; i--) begin
      if (addr_bypass[i] == rd_addr_r[READ_DELAY] && cntr_vld_r[READ_DELAY] && bypass_vld[i]) begin
        bypass_hit = 1;
        bypass_val = data_bypass[i];
      end
    end
  end
endmodule:counter
module memory#(
  parameter int MEM_DEPTH=8, 
  parameter int DATA_WIDTH=32, 
  parameter int DELAY_CYCLES=3)
(
  input logic clk,
  input logic reset,
  input logic wr_en,
  input logic [$clog2(MEM_DEPTH) - 1 : 0] wr_addr,
  input logic [DATA_WIDTH - 1 : 0] wr_data,
  input logic rd_en,
  input logic [$clog2(MEM_DEPTH) - 1 : 0] rd_addr,
  output logic [DATA_WIDTH - 1 : 0] rd_data
);
  localparam int ADDR_WIDTH = $clog2(MEM_DEPTH);
  logic [MEM_DEPTH - 1 : 0][DATA_WIDTH - 1 : 0] mem;
  logic [DELAY_CYCLES - 1 : 0][DATA_WIDTH - 1 : 0] rd_data_buf;
  always_ff@(posedge clk) begin
    assert (wr_addr < MEM_DEPTH || wr_addr === {ADDR_WIDTH{1'bx}}) else $error("Write address %b out of bounds.", wr_addr);
    assert (rd_addr < MEM_DEPTH || rd_addr === {ADDR_WIDTH{1'bx}}) else $error("Read address %b out of bounds.", rd_addr);
    if (reset) begin
      for (int i = 0; i < DELAY_CYCLES; i++) begin
        rd_data_buf[i] <= {DATA_WIDTH{1'bx}};
      end
      for (int i = 0; i < MEM_DEPTH; i++) begin
        mem[i] <= {DATA_WIDTH{1'b0}};
      end
    end else begin
      for (int i = 1; i < DELAY_CYCLES; i++) begin
        rd_data_buf[i] <= rd_data_buf[i-1];
      end
      if (wr_en) begin
        mem[wr_addr] <= wr_data;
      end
      rd_data <= rd_data_buf[DELAY_CYCLES - 1];
    end
  end
  always_comb begin
    if (rd_en && !(wr_en && (wr_addr == rd_addr))) begin
      rd_data_buf[0] = mem[rd_addr];
    end else begin
      rd_data_buf[0] = {DATA_WIDTH{1'bx}};
    end
  end
endmodule:memory
```
==> metrics.cfg <==
[grt]
grt_max_degree=48
grt_pass1_vias=4310
grt_antenna_before_repair=0
gr-total-overflow=0
grt_pass1_wl_um=22520
track_usage_pct=14.92

[final_layout]
logic_area_mm2=0.002227
seq_area_mm2=0.003774
area_delta_synth_final_pct=21.70
fillers=1845
mostFrequentLayoutCells=121 x edfxtp_1, 71 x nor2_1, 57 x a21oi_1
postLayoutCoreUtil_pct=37.80
drive_above_1_share_pct=11.42
layout.cells.most_common=edfxtp_1

[placement]
gp_congestion=0.8743
dp_hpwl_um=9057
port_buffers=39

[logic_synthesis]
avgSynthCellArea_um2=11.87
syn_area_mm2=0.006125
ys_chip_area_mm2=0.006125
flop_cell=edfxtp_1
synthArstFlopShare_pct=0
synth-seq-area-share_pct=61.61
synth.distinct_cells=57
synth_warnings=64
top_area_share_pct=59.33
ys.flops=128
edf_count=121
largest_area_cell=edfxtp_1
ys_cells=516
top_cells_by_area=edfxtp_1 59%, a21oi_1 4.7%, nor2_1 4.4%
syn_inst=516

[worst_setup_path]
critPathKind=flop to output pin
ff2ff_setup_slack_ns=5.71
start_kind=flop
cp_max_fo=26
crit_required_ns=8.08
end_kind=output pin
cp.arrival_ns=5.03
reg2reg_to=data_bypass[28]
rr_worst_depth=11
worstReg2RegStart=rd_addr_r[8]

[job]
drv_cap=0
warnings=25

[worst_hold_path]
hold_end=rd_addr_r[3]
hold_depth=0
hold_class=flop to flop
min_from=rd_addr_r[0]

[detailed_routing]
highest_layer=met4
dr_wl_met2_um=6263
wl_met3_um=1219
wl_met1_um=6275
first_iter_violations=292
antennaDiodeCount=0
wl_per_cell_um=16.83
ant_nets=0
vias=4312
drt_wl_total_um=14040
via_per_inst=5.170
drc=0
drt-pass1-iter-count=4

[clock_network]
clock.latency.late_pin_ns=0.41
root_buffer=clkbuf_16
cts_resized=0
cts_setup_buffers=0
cts_tree=built
clk_pin_slew_ns=0.05
ctsLongestPathBuffers=2
htreeDepth=4
hold_buffers=0
cts_made_buffers=17
cts_num_sinks=128

[floorplan]
rows=51
fp.dieH_um=144.9
fp.dieW_um=144.9
die_area_mm2=0.02099
fp-utilization_pct=31.06
io_pins=40
core_mm2=0.01972

[power]
pwr_density_cell_mw_per_mm2=165.2
leakage_nw=2.324
ir_drop_uv=113.4

[final_timing]
report.final.hold_viol_count=0
rsz0062_at_grt=false
relSlewSlack_pct=46.05
clock_skew_ns=0.008929
drv_slew=0
fmax_ghz=0.1418
period_minus_slack_ns=7.053
final-setup-viol-count=0
post-route-period-util_pct=69.83
worst_pin_slew_ns=0.8025
setup_tns_ns=0

[status]
status=finished clean

[flip-flops by register name, summed over array words and instances (netlist names)]
name / cells
rd_addr_r: 9
addr_bypass: 9
rd_addr: 3
init: 1
rd_en: 1
init_idx: 3
data_bypass: 96
bypass_vld: 3
cntr_vld_r: 3
[worst max-delay path by stage]
stage	depth (start not counted)	endpoint	from	slack (ns)
after CTS	12	cntr_val_out[18]	rd_addr_r[8]	3.06
after global routing	12	cntr_val_out[24]	rd_addr_r[8]	2.60
final	12	cntr_val_out[24]	rd_addr_r[8]	3.05
[cell type report]
| type | count | share of cell area [%] |
|---|---|---|
| flip-flops and latches | 128 | 50.63 |
| clock buffers | 19 | 5.808 |
| well taps | 265 | 4.449 |
| clock inverters | 13 | 2.585 |
| inverters | 4 | 0.2014 |
| repair buffers | 51 | 6.446 |
| multi-input cells | 354 | 29.88 |
[cells in the mapped netlist (7+ instances only)]
cell and number:
edfxtp_1 121, nor2_1 72, a21oi_1 57, nand3_1 36, nand2_1 25, nor4_1 15, clkbuf_1 14, and2_1 13
xor2_1 12, a31o_2 10, mux2i_1 9, xnor2_1 9, buf_2 7, dfxtp_1 7, o21ai_0 7
[worst max-delay path, stage by stage (launching register included)]
cell and delay [ns]:
edfxtp_1 0.46, xor2_1 0.51, or4_1 0.34, buf_4 0.37, nor2_1 0.08, a21oi_1 0.38, ha_1 0.30, o311a_1 0.17
o211ai_1 0.27, nor4_2 0.79, nand4_1 0.27, mux2i_1 0.20, clkdlybuf4s50_1 0.48
[metal layers]
layer	up-vias	track usage, %
li1	2062	-
met1	2061	21.77
met2	170	21.81
met3	19	5.963
met4	0	3.380
met5	-	0
[stage by stage]
| step | total power [mW] | instance area [um^2] | setup slack [ns] | hold WS [ns] | cells |
|---|---|---|---|---|---|
| after detailed placement | 0.5917 | 6828 | 3.521 | 0.4061 | 802 |
| after global placement | 0.5914 | 6828 | 3.699 | 0.4144 | 802 |
| after floorplan | 0.5887 | 6125 | 4.705 | 0.4003 | 516 |
| after CTS | 1.245 | 7453 | 3.056 | 0.4178 | 834 |
| after global routing | 1.268 | 7453 | 2.598 | 0.4270 | 834 |
| final | 1.231 | 7453 | 3.047 | 0.4159 | 834 |
[power by group]
group	switching, mW	total (mW)	leakage, nW	internal [mW]
registers	0.00106	0.575	1.15	0.574
logic	0.00234	0.00570	0.867	0.00336
clock network	0.217	0.650	0.305	0.434
[logic make-up after synthesis]
kind of cell | after synthesis | share of synthesized area, %
AND-OR/OR-AND | 114 | 12.32
XOR/XNOR | 23 | 3.534
adder cells (fa/ha/maj) | 3 | 0.6129
buffers and inverters | 34 | 2.656
flip-flops | 128 | 61.61
multiplexers | 9 | 1.471
AND/OR/NAND/NOR | 205 | 17.79
No activity file was given, so power comes from the tool's default toggle rates.
